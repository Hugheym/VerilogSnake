`flow/design.v`:
```
module Top	(
		CLOCK_50,						 
        KEY,
        SW,
		VGA_CLK,   						 
		VGA_HS,							 
		VGA_VS,							 
		VGA_BLANK_N,						 
		VGA_SYNC_N,						 
		VGA_R,   						 
		VGA_G,	 						 
		VGA_B   						 
	);
	input			CLOCK_50;				 
	input   [9:0]   SW;
	input   [3:0]   KEY;
		output			VGA_CLK;   				 
	output			VGA_HS;					 
	output			VGA_VS;					 
	output			VGA_BLANK_N;				 
	output			VGA_SYNC_N;				 
	output	[9:0]	VGA_R;   				 
	output	[9:0]	VGA_G;	 				 
	output	[9:0]	VGA_B;   				 
	wire resetn;
	assign resetn = KEY[0];
	reg [2:0] colour;
	reg [7:0] x;
	reg [6:0] y;
	wire writeEn=1;
	 wire go_right = !KEY[1];
    wire go_left= !KEY[2];
    wire add_x;
    wire sub_x;
    wire add_y;
    wire sub_y;
	 wire [7:0] snakeX;
	 wire [6:0] snakeY;
	 wire [7:0] foodX;
	 wire [6:0] foodY;
	 wire collision_food;
	 wire plotFood;
	 wire plotSnake;
	wire [2:0] snakeColour;
	 wire clkA, clkB, clkC, clkD;
	 clocks cccc(.original(CLOCK_50), .sigOne(clkA), .sigTwo(clkB), .sigThree(clkC), .sigFour(clkD));
	 wire realCollision;
	 assign realCollision= ((snakeX==foodX)&&(snakeY==foodY));
	 food fff(.clock(CLOCK_50), .check_collision(clkC),
	 .X(snakeX), .Y(snakeY), .reset((!resetn)|realCollision), .foodX(foodX), .foodY(foodY), 
	 .collision_sig_out(collision_food), .plot(plotFood));
	 always@(*)begin
		if(plotFood==1'b1) begin
			x<=foodX;
			y<=foodY;
			colour<=3'b100;
		end
		else if(plotSnake)
		begin
			x<=snakeX;
			y<=snakeY;
			colour<=snakeColour;
		end
	 end
	snake_datapath snpath(.clk(CLOCK_50),
								.trigger(clkA),
								.resetn(resetn), 
								.add_x(add_x), 
								.add_y(add_y), 
								.sub_x(sub_x), 
								.sub_y(sub_y), 
								.out_x(snakeX), 
								.out_y(snakeY),
								.colour(snakeColour));
	snake_control scon(
	.clk(CLOCK_50),
   .resetn(resetn),
   .go_right(go_right),
	.go_left(go_left),
    .add_x(add_x),
    .add_y(add_y),
    .sub_x(sub_x),
    .sub_y(sub_y));
	vga_adapter VGA(	.resetn(resetn),
			.clock(CLOCK_50),
			.colour(colour),
			.x(x),
			.y(y),
			.plot(plotSnake|plotFood),
			.VGA_R(VGA_R),
			.VGA_G(VGA_G),
			.VGA_B(VGA_B),
			.VGA_HS(VGA_HS),
			.VGA_VS(VGA_VS),
			.VGA_BLANK(VGA_BLANK_N),
			.VGA_SYNC(VGA_SYNC_N),
			.VGA_CLK(VGA_CLK)
			);
			defparam VGA.RESOLUTION = "160x120";
			defparam VGA.MONOCHROME = "FALSE";
			defparam VGA.BITS_PER_COLOUR_CHANNEL = 1;
			defparam VGA.BACKGROUND_IMAGE = "black.mif";
endmodule
module clocks(original, sigOne, sigTwo, sigThree, sigFour);
	input original;
	output sigOne, sigTwo, sigThree, sigFour;
	reg [19:0] count;
	initial count=20'b11111111111111111111;
	assign sigOne = (count==20'b00000000000000000000)? 1:0;
	assign sigTwo = (count==20'b00000000000100000000)? 1:0;
	assign sigThree=(count==20'b00000000001000000000)? 1:0;
	assign sigFour = (count==20'b00000000010000000000)? 1:0;
	always@(posedge original)
	begin
		if(sigOne) count<=20'b11111111111111111111;
		else count <= count -1;
	end
endmodule
```
`flow/run.sh`:
```
#!/bin/bash
# OpenROAD 26Q1-2900-gdf79404cd8, Yosys 0.63+post, stock flow scripts
make -C /OpenROAD-flow-scripts/flow DESIGN_CONFIG=/design/flow/config.mk WORK_HOME=/design/flow/orfs finish
```
`flow/config.mk`:
```
export PLATFORM = sky130hd
export DESIGN_NAME = clocks
export DESIGN_NICKNAME = clocks
export VERILOG_FILES = /design/flow/design.v
export SDC_FILE = /design/flow/constraint.sdc
export NUM_CORES = 4
export LEC_CHECK = 1
export CORE_AREA = 10 10 96 96
export DIE_AREA = 0 0 106 106
```
`flow/constraint.sdc`:
```
current_design clocks

set clk_period 4.5
set clk_io_pct 0.2

create_clock -name clk0 -period $clk_period [get_ports {original}]

set non_clock_inputs [all_inputs -no_clocks]
set_input_delay [expr $clk_period * $clk_io_pct] -clock clk0 $non_clock_inputs
set_output_delay [expr $clk_period * $clk_io_pct] -clock clk0 [all_outputs]
```
==> flow_summary.toml <==
# physical design summary
[cells_and_area]
registers.top_by_ff_count = "count"
final_layout_size_suffix_gt1_share_pct = 9.09
stdcell_area_um2 = 1220
fillers = 805
synthToLayoutAreaGrowth_pct = 20.9
largest_register_ff_count = 20
top_regs = "count: 20 flops"

[synthesis]
synth.top_cells.by_count = "sky130_fd_sc_hd__nand2_1, sky130_fd_sc_hd__dfxtp_1, sky130_fd_sc_hd__a21oi_1, sky130_fd_sc_hd__nor2_1, sky130_fd_sc_hd__o22a_1"
post_synth_inst_count = 118
synth.cell_area_um2 = 1010
yosys_area_um2 = 1010
synth.ff_latch_count = 20
synth_top_flop_cell = "sky130_fd_sc_hd__dfxtp_1"
synthMostInstantiatedCell = "sky130_fd_sc_hd__nand2_1"
synth_stat.cells = 118
netlist_top_cells_area = "sky130_fd_sc_hd__dfxtp_1, sky130_fd_sc_hd__nand2_1, sky130_fd_sc_hd__o22a_1"
synth.largest_area_cell = "sky130_fd_sc_hd__dfxtp_1"
asyncSetResetFlopFracSynth_pct = 0
syn_avg_cell_area_um2 = 8.58
yosys_warnings = 1
netlist-cell-type-count = 29
synth.top_cell.area_share_pct = 39.6
post_synthesis_sequential_area_ratio_pct = 39.6
enable_flop_cells = 0

[flow_run]
cap_viol_max_count = 0
warnings = 26

[setup_path]
biggest_fanout_along_the_worst_timing_path = 13
reg2regPathDepth = 6
cp_endpoint_kind = "output port"
crit-reg2reg-launch = "count[0]"
critical_path_required_ns = 3.60
worst-r2r-setup-slack_ns = 2.41
worstSetupStartpointType = "register"
crit_type = "register to output port"
crit-reg2reg-capture = "count[16]"
data_arrival_time_of_the_critical_path_ns = 2.65

[place]
numPortBuffers = 4
post_dp_cell_area_um2 = 1150
dp.final_hpwl_um = 1270
final_weighted_congestion_in_routability_driven_placement = 0.761

[min_path]
startpoint_of_the_lowest_slack_hold_path = "count[0]"
whs_endpoint = "count[0]"
min_delay_path_depth = 1
hold_path_class = "register to register"

[clock_tree]
source_to_sink_clock_delay_at_the_later_pin_of_the_worst_skew_pair_ns = 0.26
cts.sink_count = 20
cts_post_setup_buffers_inserted = 0
cts_root_buffer = "sky130_fd_sc_hd__clkbuf_8"
post_cts_hold_buffer_count = 0
cts.repair.resized = 0
clk_pin_slew_ns = 0.08
clock_tree.htree_level_count = 1
numCtsBuffers = 3
cts_tree = "yes"
cts_max_path_buffers = 2

[die]
die-width_um = 106
fp-row-count = 31
core_region_area_um2 = 7210
fp-utilization_pct = 14.0
ios = 5
die_y_um = 106
die-area_um2 = 11200

[final_timing]
grt_setup_unrepaired = "false"
setup_viol = 0
finalHoldViolations = 0
fin_crit_share_pct = 78.9
period_needed_ns = 3.55
number_of_slew_limit_violations_in_the_final_report = 0
setup_total_negative_slack_ns = 0
max_freq_mhz = 282
fin_worst_skew_ns = 0.00386
worst_slew_pin_slew_ns = 0.915
timing.slew.headroom_pct = 38.1

[route]
postRouteAntennaNets = 0
drc_errors = 0
detail_route.vias_per_cell = 3.70
routed-via-count = 815
drt_pass1_iterations = 5
postRouteWirelength_um = 1890
detail_route.iter0.violations = 18
antenna_cells = 0
avgRoutedWirePerCell_um = 8.60

[global_route]
grt_pass1_vias = 756
grt_antenna_before_repair = 0
first_pass_grt_wire_length_um = 3350
grt_max_degree = 14
grt_use_total_pct = 3.25
overflow_after_grt = 0

[pwr]
total_leakage_power_nw = 0.500
vdd_ir_drop_max_mv = 0.102
power_density_nw_per_um2 = 292

[status]
outcome = "finished, final reports clean"
-- power breakdown --
| group | leakage [nW] | internal, mW | switching (mW) |
|---|---|---|---|
| logic | 0.304 | 0 | 0 |
| registers | 0.161 | 0.177 | 0 |
| clock network | 0.0357 | 0.119 | 0.0613 |
-- cell usage in the layout (no fill, tap or decap), drive strengths merged, types with 3 or more instances in the layout --
cell type,n
nand2,23
dfxtp,20
nor2,8
a21oi,8
o22a,8
xor2,5
nand3,5
inv,4
clkdlybuf4s50,4
nor4,4
nand4b,3
xnor2,3
clkbuf,3
-- logic make-up (layout without fill, tap and decap cells) --
group,after synthesis,count (layout),synth area share [%]
flops,20,20,39.6
simple gates,61,61,35.1
compound gates,18,18,12.1
xor+xnor,8,8,6.92
buf+inv,9,12,3.83
fa+ha+maj,2,2,2.47
-- worst max path at each step --
stage	start	end	slack, ns	cells after the start
global route	count[13]	sigTwo	0.74	5
CTS	count[13]	sigTwo	0.94	5
finish	count[16]	sigTwo	0.95	5
-- routing by layer --
metal	routed length (um)	global-route usage (%)	vias up
met4	36	0.870	0
met5	0	0	-
met1	985	4.87	372
met3	76	0.306	2
li1	-	-	422
met2	793	4.86	19
-- worst max-delay path, cell delays in order, from the launching register on --
cell and delay, ns:
sky130_fd_sc_hd__dfxtp_1 0.36, sky130_fd_sc_hd__nor4_4 0.35, sky130_fd_sc_hd__nand4b_1 0.47, sky130_fd_sc_hd__or3_1 0.55, sky130_fd_sc_hd__nor3b_2 0.18, sky130_fd_sc_hd__clkdlybuf4s50_1 0.48
-- layout make-up --
class | instances | area [um^2] | share of cell area (%)
multi-input cells | 89 | 573 | 46.8
flip-flops and latches | 20 | 400 | 32.7
well taps | 99 | 124 | 10.1
clock buffers | 3 | 41.3 | 3.37
repair buffers | 4 | 40.0 | 3.27
clock inverters | 1 | 30.0 | 2.45
inverters | 4 | 15.0 | 1.23
-- stage by stage --
step / power (mW) / hold WS, ns / setup WS [ns] / utilization (%) / instances
floorplan: 0.181 / 0.391 / 2.23 / - / 118
global placement: 0.181 / 0.405 / 1.26 / 16.0 / 216
detailed placement: 0.181 / 0.417 / 1.24 / 16.0 / 216
CTS: 0.361 / 0.436 / 0.939 / 17.0 / 220
global route: 0.365 / 0.458 / 0.742 / 17.0 / 220
finish: 0.357 / 0.434 / 0.948 / 17.0 / 220
Power and IR drop assume default switching activity.
