--- flow/design.v ---
module food(clock, check_collision,X, Y, reset, foodX, foodY, collision_sig_out, plot);
	input [7:0] X;
	input [6:0] Y;
	input clock, check_collision;
	input reset;
	output collision_sig_out;
	output [7:0] foodX;
	output [6:0] foodY;
	output reg plot;
	reg enable_gen_random;
	reg [3:0] count;
	initial count = 4'b1111;
	always@(clock)
	begin
		plot<=0;
		enable_gen_random<=0;
		if(reset|check_collision)begin 
			enable_gen_random<=1;
			count <= 4'b1111;
		end
		else if(count==4'b1111) begin
			enable_gen_random<=0;
			count<=count-1;
		end
		else if(count==4'b1110) begin
			plot<=1;
			count<=count-1;
		end
	end
	random_coordinate_generator  random_coordinate_generator_instance (
	.clk(clock),
	.en(enable_gen_random),
	.X(foodX),
	.Y(foodY));
	assign collision_sig_out = (X==foodX)&&(Y==foodY);
endmodule
module random_coordinate_generator(clk, en, X, Y);
	input clk;
	input en;
	output [7:0] X;
	output [6:0] Y;
	reg [7:0] X;
	reg [6:0] Y;
	wire [7:0] ranX;
	wire [6:0] ranY;
	Fib_LFR  Fib_LFR_instance (
		.clk(clk),
		.X(ranX),
		.Y(ranY)
	);
	always@(posedge en)
		begin
			X <= en ? ranX:X;
			Y <= en ? ranY:Y;
		end
endmodule
 module Fib_LFR(clk, X, Y);
 	input clk;
 	output [7:0] X;
 	output [6:0] Y;
 	reg[15:0] s;
 	assign X=s[14:7];
 	assign Y=s[6:0];
 	initial s = 16'b1011010110100010;  
 	always@(posedge clk)
 	begin
 		s[0]<= s[1]^s[2];
 		s[1]<= s[2]^s[3];
 		s[2]<= s[3]^s[4];
 		s[3]<= s[4]^s[5];
 		s[4]<= s[5]^s[6];
 		s[5]<= s[6]^s[7];
 		s[6]<= s[7]^s[8];
 		s[7]<= s[8]^s[9];
 		s[8]<= s[9]^s[10];
 		s[9]<= s[10]^s[11];
 		s[10]<= s[11]^s[12];
 		s[11]<= s[12]^s[13];
 		s[12]<= s[13]^s[14];
 		s[13]<= s[14]^s[15];
 		s[14]<= s[15]^s[1];
 		s[15]<= s[0]^s[5];
 	end		
 endmodule
--- flow/run.sh ---
#!/bin/bash
# OpenROAD 26Q1-2900-gdf79404cd8, Yosys 0.63+post, stock flow scripts
make -C /OpenROAD-flow-scripts/flow DESIGN_CONFIG=/design/flow/config.mk WORK_HOME=/design/flow/orfs finish
--- flow/config.mk ---
export PLATFORM = sky130hd
export DESIGN_NAME = food
export DESIGN_NICKNAME = food
export VERILOG_FILES = /design/flow/design.v
export SDC_FILE = /design/flow/constraint.sdc
export NUM_CORES = 4
export LEC_CHECK = 1
export CORE_AREA = 10 10 99 99
export DIE_AREA = 0 0 109 109
--- flow/constraint.sdc ---
current_design food

set clk_period 6.4
set clk_io_pct 0.2

create_clock -name clk0 -period $clk_period [get_ports {clock}]

set non_clock_inputs [all_inputs -no_clocks]
set_input_delay [expr $clk_period * $clk_io_pct] -clock clk0 $non_clock_inputs
set_output_delay [expr $clk_period * $clk_io_pct] -clock clk0 [all_outputs]
==> flow_metrics.py <==
# Synthesis and PnR figures
metrics = {
    "synthesis": {
        "top_cell_area_share": 0.3586,
        "synth_cells": 91,
        "synth_cell_types": 15,
        "yosys_warnings": 19,
        "synth-cells-yosys": 91,
        "common_cells": "xnor2_1 (17), dfxtp_1 (16), xor2_1 (16), edfxtp_1 (15), nand2_1 (5)",
        "synthFlopType": "dfxtp_1",
        "synth-edff-count": 15,
        "synth_flop_count": 35,
        "synthesis.area_um2": 1256,
        "async_reset_ff_frac": 0,
        "yosysTopAreaCell": "edfxtp_1",
        "topCellsByArea": "edfxtp_1 (36%), dfxtp_1 (25%), xnor2_1 (12%)",
        "ys_chip_area_um2": 1256,
        "avgSynthCellArea_um2": 13.80,
        "most_common_cell": "xnor2_1",
    },
    "sta": {
        "slew_viol_final": 0,
        "worst_slew_pin_slew_ps": 303.2,
        "hold_viol_final": 0,
        "tns_ps": 0,
        "slew_headroom": 0.7979,
        "untimed_endpoints": 49,
        "fmax_mhz": 238.3,
        "unclocked_regs": 19,
        "period_minus_slack_ps": 4196,
        "fin_skew_ps": 2.358,
        "rsz0062_at_grt": "false",
        "final-setup-viol-count": 0,
        "period_used_share": 0.6557,
    },
    "cts": {
        "cts_setup_buffers": 0,
        "cts_tree": "done",
        "clk_path_buf_depth": 2,
        "clk_pin_slew_ps": 60,
        "clkLatencyLatePin_ps": 240,
        "cts-resized-gates": 0,
        "htree_levels": 1,
        "cts_root_buf": "clkbuf_8",
        "cts_buffers": 3,
        "cts_hold_buf": 0,
    },
    "detailed_routing": {
        "drtAntennaViolNets": 0,
        "drt-initial-drc-count": 21,
        "drt_wl_total_um": 2224,
        "drt_pre_antenna_iters": 4,
        "vias_per_cell": 3.095,
        "drc": 0,
        "vias": 718,
        "wl_per_cell_um": 9.586,
        "n_antenna_cell": 0,
    },
    "layout": {
        "finalInstanceArea_um2": 1787,
        "seq_area_um2": 830.8,
        "area_growth_pct": 42.23,
        "layout.area.comb_um2": 410.4,
        "drive_above_1_share": 0.05385,
        "fillers": 799,
    },
    "setup_path": {
        "path_class": "in2out",
        "r2r_cells": 1,
        "reg2reg_slack_ps": 5710,
        "arrival_ps": 2920,
        "setup.worst_path.start_class": "primary input",
        "end_kind": "output port",
        "path_max_fanout": 32,
        "crit_required_ps": 5120,
    },
    "power_and_ir_drop": {
        "p_seq_frac": 0.497,
        "vdd.ir_drop.worst_v": 0.00004397,
        "p_sw_mw": 0.04195,
        "leakagePower_nw": 0.7397,
        "pwr_density_cell_nw_per_um2": 124.9,
        "clkPwrFrac": 0.384,
        "combPwrFrac": 0.119,
        "swShare": 0.1880,
        "internal_power_mw": 0.1812,
    },
    "die": {
        "design.die.area_um2": 11880,
        "die_h_um": 109,
        "coreArea_um2": 7727,
        "rows": 32,
        "ios": 35,
        "fp.dieW_um": 109,
        "initCoreUtil": 0.1626,
    },
    "global_routing": {
        "grt_pass1_vias": 726,
        "grt_start_max_net_pins": 33,
        "antenna_found_initial": 0,
        "grt_usage": 0.03590,
        "overflow": 0,
        "grt_pass1_wl_um": 3470,
    },
    "place": {
        "dpl_cell_area_um2": 1732,
        "portBuffers": 34,
        "dp_hpwl_um": 1847,
        "gp_congestion": 0.7388,
    },
    "status": {
        "outcome": "completed",
    },
    "min_path": {
        "hold_depth": 1,
        "hp-class": "reg2reg",
    },
    "run": {
        "warnings": 27,
        "cap_viol_max_count": 0,
    },
}
[registers in the layout, indices dropped and copies added (netlist names)]
register                                                 flops
count                                                        4
random_coordinate_generator_instance.Fib_LFR_instance.s     16
random_coordinate_generator_instance.Y                       7
random_coordinate_generator_instance.X                       8
[power groups by stage]
stage | combinational (mW) | sequential (mW) | clock (mW)
6_report | 0.0265 | 0.111 | 0.0858
5_1_grt | 0.0291 | 0.111 | 0.0949
4_1_cts | 0.0272 | 0.111 | 0.0887
[worst max-delay path by stage]
stage | slack (ps) | from | cells after the start | end
4_1_cts | 2160 | check_collision | 6 | plot
5_1_grt | 2040 | check_collision | 6 | plot
6_report | 2200 | check_collision | 6 | plot
[cells in the final DEF, fill, tap and decap left out]
master / netlist / final
clkdlybuf4s50_1: 0 / 34
xnor2_1: 17 / 17
xor2_1: 16 / 16
dfxtp_1: 16 / 16
edfxtp_1: 15 / 15
nand2_1: 5 / 5
inv_1: 4 / 4
clkbuf_8: 0 / 4
dlxtn_1: 4 / 4
nor2_1: 3 / 3
nand4_1: 3 / 3
ha_1: 3 / 3
nor2_2: 1 / 1
nand3_1: 1 / 1
nor4_2: 1 / 1
nor4_1: 1 / 1
nor3_1: 1 / 1
buf_4: 0 / 1
[area by class of cell]
type	instances	share of cell area
Clock buffer	4	0.03081
Timing Repair Buffer	35	0.1947
Inverter	4	0.008403
Tap cell	102	0.07143
Sequential cell	35	0.4650
Multi-Input combinational cell	52	0.2297
[per-stage QoR]
stage | total power [mW] | setup WS [ps] | std cells | hold WS [ps] | utilization
floorplan | 0.1223 | 3134 | 91 | 422.8 | -
global placement | 0.1400 | 2195 | 228 | 457.2 | 0.2241
detailed placement | 0.1403 | 2189 | 228 | 443.0 | 0.2241
CTS | 0.2269 | 2162 | 232 | 458.6 | 0.2312
global route | 0.2352 | 2042 | 232 | 478.8 | 0.2312
finish | 0.2232 | 2204 | 232 | 455.2 | 0.2312
[kinds of logic after synthesis]
logic type	after synthesis	share of synthesized area
xor gates and xnor gates	33	0.2301
adders and majority gates	3	0.02988
buffers and inverters	4	0.01195
DFF	31	0.6135
latches	4	0.04781
and+or+nand+nor	16	0.06673
[metal layers]
metal,up-vias,track usage,part of all wire
met2,21,0.05741,0.44
met4,0,0.009416,0.018
li1,377,-,-
met5,-,0,0
met3,2,0.01314,0.11
met1,318,0.04515,0.44
[critical path, cell delays in order]
cell and delay [ps]:
clkdlybuf4s50_1 410, nor2_2 180, inv_1 60, buf_4 230, nor4_1 250, clkdlybuf4s50_1 510
No activity file was given, so power comes from the tool's default toggle rates.
